## run.sh

```bash
#!/bin/bash
# OpenROAD 26Q1-2900-gdf79404cd8, Yosys 0.63+post, stock flow scripts
make -C /OpenROAD-flow-scripts/flow DESIGN_CONFIG=/design/flow/config.mk WORK_HOME=/design/flow/orfs finish
```

## config.mk

```make
export PLATFORM = sky130hd
export DESIGN_NAME = TimeClock
export DESIGN_NICKNAME = TimeClock
export VERILOG_FILES = /design/flow/design.v
export SDC_FILE = /design/flow/constraint.sdc
export NUM_CORES = 4
export LEC_CHECK = 1
export CORE_UTILIZATION = 30
```

## constraint.sdc

```tcl
current_design TimeClock

set clk_period 10.4
set clk_io_pct 0.2

create_clock -name clk0 -period $clk_period [get_ports {i_clk}]

set non_clock_inputs [all_inputs -no_clocks]
set_input_delay [expr $clk_period * $clk_io_pct] -clock clk0 $non_clock_inputs
set_output_delay [expr $clk_period * $clk_io_pct] -clock clk0 [all_outputs]
```

## design.v

```verilog
`timescale 1ns / 1ps
module BCDToFND_Decoder(
    input [3:0] i_value,
    output [7:0] o_font
    );
    reg [7:0] r_font;
    assign o_font = r_font;
    always @(*) begin
        r_font = 8'hff;
        case (i_value)
            4'h0 : r_font = 8'hc0;
            4'h1 : r_font = 8'hf9;
            4'h2 : r_font = 8'ha4;
            4'h3 : r_font = 8'hb0;
            4'h4 : r_font = 8'h99;
            4'h5 : r_font = 8'h92;
            4'h6 : r_font = 8'h82;
            4'h7 : r_font = 8'hf8;
            4'h8 : r_font = 8'h80;
            4'h9 : r_font = 8'h98;
            4'ha : r_font = 8'h7f;   
        endcase
    end
endmodule
`timescale 1ns / 1ps
module ClockDivider_Digit(
    input i_clk, i_reset,
    output o_clk
    );
    reg r_clk = 0;
    reg [31:0] r_counter = 0;
    assign o_clk = r_clk;
    always @(posedge i_clk or posedge i_reset) begin
        if(i_reset) begin
            r_clk <= 0;
        end
        else begin
            if(r_counter == 5 - 1) begin
                r_counter <= 0;
                r_clk <= ~ r_clk;
            end
            else begin
                r_counter <= r_counter + 1;
            end
        end
    end
endmodule
`timescale 1ns / 1ps
module ClockDivider_TimeClock(
    input i_clk, i_reset,
    output o_clk
    );
    reg r_clk = 0;
    reg [31:0] r_counter = 0;
    assign o_clk = r_clk;
    always @(posedge i_clk or posedge i_reset) begin
        if(i_reset) begin
            r_clk <= 0;
        end
        else begin
            if(r_counter == 500_000 - 1) begin
                r_counter <= 0;
                r_clk <= ~ r_clk;
            end
            else begin
                r_counter <= r_counter + 1;
            end
        end
    end
endmodule
`timescale 1ns / 1ps
module Comparator(
    input [6:0] i_msec,
    output [3:0] o_fndDP
    );
    assign o_fndDP = (i_msec < 50) ? 10 : 11;
endmodule
`timescale 1ns / 1ps
module Counter_FND(
    input i_clk,
    input i_reset,
    output [2:0] o_digitPosition
    );
    reg [2:0] r_digitPosition;
    assign o_digitPosition = r_digitPosition;
    always @(posedge i_clk or posedge i_reset) begin
        if(i_reset) begin
            r_digitPosition <= 0;
        end
        else begin
            r_digitPosition <= r_digitPosition + 1;
        end
    end
endmodule
`timescale 1ns / 1ps
module Counter_TimeClock(
    input i_clk, i_reset,
    output [5:0] o_hour, o_min, o_sec,
    output [6:0] o_msec
    );
    reg [5:0] r_hour = 0, r_min = 0, r_sec = 0; 
    reg [6:0] r_msec = 0;
    assign o_hour = r_hour;
    assign o_min = r_min;
    assign o_sec = r_sec;
    assign o_msec = r_msec;
    always @(posedge i_clk or posedge i_reset) begin
        if(i_reset) begin
            r_hour <= 0;
            r_min <= 0;
            r_sec <= 0;
            r_msec <= 0;
        end
        else begin
            if(r_msec == 99) begin
                r_msec <= 0;
                if(r_sec == 59) begin
                    r_sec <= 0;
                    if(r_min == 59) begin
                        r_min <= 0;
                        if(r_hour == 23) begin
                            r_hour <= 0;
                        end
                        else begin
                            r_hour <= r_hour + 1;
                        end
                    end
                    else begin
                        r_min <= r_min + 1;
                    end
                end
                else begin
                    r_sec <= r_sec + 1;
                end
            end
            else begin
                r_msec <= r_msec + 1;
            end
        end
    end
endmodule
`timescale 1ns / 1ps
module Decoder_3x4(
    input i_OnOffSW,
    input [2:0] i_digitPosition,
    output [3:0] o_Digit
    );
    reg [3:0] r_Digit;
    assign o_Digit = r_Digit;
    always @(*) begin
        if(i_OnOffSW) begin
            r_Digit = 4'b1111;
        end
        else begin
            r_Digit = 4'b1111;
            case (i_digitPosition)
                3'b000 : r_Digit = 4'b1110;
                3'b001 : r_Digit = 4'b1101;
                3'b010 : r_Digit = 4'b1011;
                3'b011 : r_Digit = 4'b0111;
                3'b100 : r_Digit = 4'b1110;
                3'b101 : r_Digit = 4'b1101;
                3'b110 : r_Digit = 4'b1011;
                3'b111 : r_Digit = 4'b0111;
            endcase
        end
    end
endmodule
`timescale 1ns / 1ps
module MUX_2x1(
    input i_modeSW,
    input [3:0] i_value_HourMin, i_value_SecMsec,
    output [3:0] o_value
    );
    reg [3:0] r_value;
    assign o_value = r_value;
    always @(*) begin
        case (i_modeSW)
            1'b0 : r_value = i_value_HourMin;
            1'b1 : r_value = i_value_SecMsec;
        endcase
    end
endmodule
`timescale 1ns / 1ps
module MUX_8x1(
    input [3:0] i_in_1, i_in_2, i_in_3, i_in_4, i_dot_1, i_dot_2, i_dot_3, i_dot_4,
    input [2:0] i_digitPosition,
    output [3:0] o_value
    );
    reg [3:0] r_value;
    assign o_value = r_value;
    always @(*) begin
        case (i_digitPosition)
            3'b000 : r_value = i_in_4;
            3'b001 : r_value = i_in_3;
            3'b010 : r_value = i_in_2;
            3'b011 : r_value = i_in_1;
            3'b100 : r_value = i_dot_4;
            3'b101 : r_value = i_dot_3;
            3'b110 : r_value = i_dot_2;
            3'b111 : r_value = i_dot_1;
        endcase
    end
endmodule
`timescale 1ns / 1ps
module TimeClock(
    input i_clk,
    input i_reset,
    input i_modeSW,
    input i_OnOffSW,
    output [3:0] o_FND_Digit,
    output [7:0] o_FND_Font
    );
    wire w_digit_clk;
    wire [2:0] w_digitPosition;
    wire w_time_clk;
    wire [5:0] w_hour, w_min, w_sec;
    wire [6:0] w_msec;
    wire [3:0] w_10_hour, w_1_hour, w_10_min, w_1_min, w_10_sec, w_1_sec, w_10_msec, w_1_msec;
    wire [3:0] w_fndDP;
    wire [3:0] w_hourmin_value, w_secmsec_value, w_value;
    ClockDivider_Digit clkdiv_digit(
        .i_clk(i_clk), 
        .i_reset(i_reset),
        .o_clk(w_digit_clk)
    );
    Counter_FND count_fnd(
        .i_clk(w_digit_clk),
        .i_reset(i_reset),
        .o_digitPosition(w_digitPosition)
    );
    Decoder_3x4 Digit(
        .i_OnOffSW(i_OnOffSW),
        .i_digitPosition(w_digitPosition),
        .o_Digit(o_FND_Digit)
    );
    ClockDivider_TimeClock clkdiv_time(
        .i_clk(i_clk), 
        .i_reset(i_reset),
        .o_clk(w_time_clk)
    );
    Counter_TimeClock count_time(
        .i_clk(w_time_clk), 
        .i_reset(i_reset),
        .o_hour(w_hour), 
        .o_min(w_min), 
        .o_sec(w_sec),
        .o_msec(w_msec)
    );
    digitDivider_HourMin digitdiv_HourMin(
        .i_hour(w_hour), 
        .i_min(w_min), 
        .o_10_hour(w_10_hour),
        .o_1_hour(w_1_hour), 
        .o_10_min(w_10_min), 
        .o_1_min(w_1_min)
    );
    digitDivier_SecMsec digitdiv_SecMsec(
        .i_sec(w_sec),
        .i_msec(w_msec),
        .o_10_sec(w_10_sec), 
        .o_1_sec(w_1_sec), 
        .o_10_msec(w_10_msec), 
        .o_1_msec(w_1_msec)
    );
    Comparator comp(
        .i_msec(w_msec),
        .o_fndDP(w_fndDP)
    );
    MUX_8x1 HorMin(
        .i_in_1(w_10_hour),
        .i_in_2(w_1_hour), 
        .i_in_3(w_10_min), 
        .i_in_4(w_1_min), 
        .i_dot_1(11), 
        .i_dot_2(w_fndDP), 
        .i_dot_3(11), 
        .i_dot_4(11),
        .i_digitPosition(w_digitPosition),
        .o_value(w_hourmin_value)
    );
    MUX_8x1 SecMsec(
        .i_in_1(w_10_sec),
        .i_in_2(w_1_sec), 
        .i_in_3(w_10_msec), 
        .i_in_4(w_1_msec), 
        .i_dot_1(11), 
        .i_dot_2(w_fndDP), 
        .i_dot_3(11), 
        .i_dot_4(11),
        .i_digitPosition(w_digitPosition),
        .o_value(w_secmsec_value)
    );
    MUX_2x1 ModeSelect(
        .i_modeSW(i_modeSW),
        .i_value_HourMin(w_hourmin_value), 
        .i_value_SecMsec(w_secmsec_value),
        .o_value(w_value)
    );
    BCDToFND_Decoder Font(
        .i_value(w_value),
        .o_font(o_FND_Font)
    );
endmodule
`timescale 1ns / 1ps
module digitDivider_HourMin(
    input [5:0] i_hour, i_min,
    output [3:0] o_10_hour, o_1_hour, o_10_min, o_1_min
    );
    assign o_10_hour = i_hour /10 % 10;
    assign o_1_hour = i_hour % 10;
    assign o_10_min = i_min / 10 % 10;
    assign o_1_min = i_min % 10;
endmodule
`timescale 1ns / 1ps
module digitDivier_SecMsec(
    input [5:0] i_sec,
    input [6:0] i_msec,
    output [3:0] o_10_sec, o_1_sec, o_10_msec, o_1_msec
    );
    assign o_10_sec = i_sec /10 % 10;
    assign o_1_sec = i_sec % 10;
    assign o_10_msec = i_msec / 10 % 10;
    assign o_1_msec = i_msec % 10;
endmodule
```

==> reports/metrics.json <==
{
  "post-cts-setup-buffers": {"value": 0},
  "grt-ovfl-total": {"value": 0},
  "drtIter0Drc": {"value": 231},
  "fin_worst_skew": {"value": 0.00393, "unit": "ns"},
  "drt-vias-per-instance": {"value": 5.22},
  "total_number_of_warnings_across_the_stage_logs": {"value": 32},
  "std_cell_rows": {"value": 53},
  "numCtsBuffers": {"value": 9},
  "count_of_cell_instances_traversed_by_the_critical_path": {"value": 19},
  "syn_area": {"value": 6430, "unit": "um^2"},
  "postSynthCellCount": {"value": 659},
  "crit_path_frequent_cell": {"value": "nand2b_1"},
  "dieWidth": {"value": 148, "unit": "um"},
  "synth_top_flop_cell": {"value": "edfxtp_1"},
  "routed-via-count": {"value": 4961},
  "fin_hold_viols": {"value": 0},
  "buffer_ports.inserted": {"value": 15},
  "grt_usage": {"value": 12.4, "unit": "%"},
  "cp_max_fo": {"value": 22},
  "htreeDepth": {"value": 3},
  "cts.reportedPaths.clkPinSlew": {"value": 0.05, "unit": "ns"},
  "grt_pass1_wl": {"value": 21.8, "unit": "mm"},
  "ys_seq_elements": {"value": 94},
  "cts_tree": {"value": "done"},
  "io_pins": {"value": 16},
  "switching_part_of_the_total_power": {"value": 23.0, "unit": "%"},
  "max_freq": {"value": 103, "unit": "MHz"},
  "postRouteWirelength": {"value": 12.8, "unit": "mm"},
  "worstSetupPathType": {"value": "input pin to output pin"},
  "slowest_stage": {"value": "clkdlybuf4s50_1"},
  "detail-route-antenna-nets": {"value": 0},
  "topRoutingLayerUsed": {"value": "met4"},
  "drc_errors": {"value": 0},
  "routedLengthMet1": {"value": 6.48, "unit": "mm"},
  "r2r.worst_path.cells": {"value": 7},
  "antenna_found_initial": {"value": 0},
  "ir_drop_worst_vdd": {"value": 0.0977, "unit": "mV"},
  "clock_tree.root_cell": {"value": "clkbuf_16"},
  "latency_at_later_pin": {"value": 0.33, "unit": "ns"},
  "logic_area": {"value": 3560, "unit": "um^2"},
  "route.met2.wl": {"value": 5.66, "unit": "mm"},
  "cellLeakagePower": {"value": 2.53, "unit": "nW"},
  "power_frac_comb": {"value": 10.0, "unit": "%"},
  "setup.worst_path.start_class": {"value": "input pin"},
  "instances_no_fill": {"value": 951},
  "floorplan.die.height": {"value": 148, "unit": "um"},
  "yosys.cell_count.top_type": {"value": "nor2_1"},
  "power_switching": {"value": 150, "unit": "uW"},
  "rsz_0062_raised_after_global_routing": {"value": "false"},
  "hold_buffers": {"value": 0},
  "aoi_share": {"value": 14.6, "unit": "%"},
  "path_cells": {"value": "clkdlybuf4s50_1, nor2b_1, nand2b_1, a31o_2, nand2b_1, ha_1, or3b_1, o221ai_2, or2b_1, o311a_1, or2_1, and3b_2, nor4_1, a21oi_1, nand2b_1, ha_1, nor2_1, o41ai_2, clkdlybuf4s50_1"},
  "place.gp.congestion": {"value": 0.868},
  "max_cap_viols": {"value": 0},
  "postSynth.asyncResetShare": {"value": 31.9, "unit": "%"},
  "first_global_vias": {"value": 4462},
  "number_of_synthesized_flops_with_an_enable_pin": {"value": 64},
  "yosys_cell_count": {"value": 659},
  "fillerInstances": {"value": 2090},
  "max-slew-margin-rel": {"value": 45.7, "unit": "%"},
  "grt_start_max_net_pins": {"value": 62},
  "xor_area_share": {"value": 10.6, "unit": "%"},
  "post_cts_resized": {"value": 0},
  "unconstrained_endpoints": {"value": 28},
  "timing.final.crit_share": {"value": 93.5, "unit": "%"},
  "syn-mean-instance-area": {"value": 9.75, "unit": "um^2"},
  "ys.warnings.count": {"value": 14},
  "cell_internal_pwr": {"value": 502, "unit": "uW"},
  "antennaDiodeCount": {"value": 0},
  "final_critical_path_required_period": {"value": 9.73, "unit": "ns"},
  "netlist.area_leader.share": {"value": 29.9, "unit": "%"},
  "cp.arrival": {"value": 7.65, "unit": "ns"},
  "core_area": {"value": 21000, "unit": "um^2"},
  "report.final.setup_viol": {"value": 0},
  "utilization": {"value": 33.8, "unit": "%"},
  "synthSimpleGateAreaFrac": {"value": 24.5, "unit": "%"},
  "drive_above_1_share": {"value": 9.62, "unit": "%"},
  "areaGrowthSynthToFinish": {"value": 10.6, "unit": "%"},
  "wire_per_inst": {"value": 13.5, "unit": "um"},
  "die_footprint": {"value": 22000, "unit": "um^2"},
  "floorplanUtilization": {"value": 30.6, "unit": "%"},
  "topCombFamilyByArea": {"value": "simple AND/OR/NAND/NOR gates"},
  "count_of_unclocked_register_or_latch_pins": {"value": 28},
  "setup_total_negative_slack": {"value": 0, "unit": "ns"},
  "slew_violations": {"value": 0},
  "met3WireLength": {"value": 367, "unit": "um"},
  "pwr-share-clk": {"value": 39.3, "unit": "%"},
  "power_density": {"value": 91.8, "unit": "nW/um^2"},
  "register_area": {"value": 2670, "unit": "um^2"},
  "crit_buf_inv": {"value": 2},
  "post-place-cells": {"value": 935},
  "cts.path.max_buffers": {"value": 2},
  "seqPwrFrac": {"value": 50.7, "unit": "%"},
  "worstPathRequired": {"value": 8.32, "unit": "ns"},
  "fa_ha_area_share": {"value": 3.50, "unit": "%"},
  "post-dp-hpwl": {"value": 9.23, "unit": "mm"},
  "worstMarginPinSlew": {"value": 0.808, "unit": "ns"},
  "slowest_delay": {"value": 0.83, "unit": "ns"},
  "detail_route.first_pass.iterations": {"value": 5},
  "largest_area_contributor_in_the_synthesized_netlist": {"value": "edfxtp_1"},
  "yosys.stat.chipArea": {"value": 6430, "unit": "um^2"},
  "synth.top_cells.by_count": {"value": "nor2_1, edfxtp_1, nand2_1"},
  "min_delay_path_depth": {"value": 1},
  "result_of_the_run": {"value": "finished clean"},
  "gate_family_responsible_for_the_most_delay_along_the_worst_path": {"value": "simple AND/OR/NAND/NOR gates"},
  "synth.area.mux_share": {"value": 2.08, "unit": "%"},
  "worstHoldPathType": {"value": "flip-flop to flip-flop"},
  "netlist_top_cells_area": {"value": "edfxtp_1, dfrtp_1, xnor2_1, nor2_1, nand3_1"},
  "yosysUniqueCellTypes": {"value": 96},
  "yosysSeqAreaShare": {"value": 41.6, "unit": "%"},
  "endpoint_kind": {"value": "output pin"}
}
-- final cells by class --
cell class	instances	area share (%)
clock buffer	10	3.22
clock inverter	6	0.335
inverter	20	1.11
multi-input combinational	525	50.1
sequential	94	37.6
tap	275	4.84
timing repair buffer	21	2.75
-- per-stage QoR --
step / total power [mW] / setup WS (ns) / hold slack (ns) / cell area, um^2
after floorplan: 0.380 / 2.44 / 0.470 / 6430
after global placement: 0.401 / 0.842 / 0.499 / 6850
after detailed placement: 0.401 / 0.727 / 0.508 / 6850
after CTS: 0.660 / 0.701 / 0.514 / 7110
after global routing: 0.680 / 0.198 / 0.545 / 7110
final: 0.652 / 0.674 / 0.509 / 7110
-- flip-flops by register name (all words and copies together), names as in the netlist --
signal,count
clkdiv_time.r_clk,1
count_fnd.r_digitPosition,3
clkdiv_time.r_counter,32
count_time.r_min,6
clkdiv_digit.r_clk,1
count_time.r_hour,6
count_time.r_msec,7
count_time.r_sec,6
clkdiv_digit.r_counter,32
-- power by group through the flow --
| stage | Combinational (mW) | Sequential, mW | Clock [mW] |
|---|---|---|---|
| 6_report | 0.0654 | 0.331 | 0.256 |
| 5_1_grt | 0.0743 | 0.333 | 0.273 |
| 4_1_cts | 0.0663 | 0.330 | 0.263 |
-- worst register-to-register path, cell delays in order, from the launching register on --
cell and delay (ns):
edfxtp_1 0.45, and3_1 0.23, and3_1 0.23, nand4_1 0.17
nor3_1 0.66, and3_1 0.32, nand3_1 0.10, xnor2_1 0.13
-- placed cells by master, fill, tap and decap left out, drive strengths merged, types with 15 or more instances in the layout --
cell	instances
and3	20
clkdlybuf4s50	15
dfrtp	30
edfxtp	64
ha	18
inv	19
nand2	62
nand3	46
nand4	19
nor2	73
o21ai	33
xnor2	54
xor2	23
-- kinds of logic (layout without fill, tap and decap cells) --
family | Yosys count | after routing
buf+inv | 40 | 57
mux | 12 | 12
flops | 94 | 94
fa+ha+maj | 18 | 18
simple gates | 299 | 299
xor+xnor | 77 | 77
compound gates | 119 | 119
-- path summary, 6_finish.rpt --
| kind | start | end | slack [ns] |
|---|---|---|---|
| setup reg to reg | clkdiv_time.r_counter[8] | clkdiv_time.r_counter[31] | 7.86 |
| max in group asynchronous | i_reset | clkdiv_time.r_clk | 7.12 |
| hold / removal | clkdiv_digit.r_clk | clkdiv_digit.r_clk | 0.51 |
| hold reg to reg | clkdiv_digit.r_clk | clkdiv_digit.r_clk | 0.51 |
| min in group asynchronous | i_reset | clkdiv_digit.r_clk | 2.12 |
| setup / recovery | i_modeSW | o_FND_Font[6] | 0.67 |
-- routing by layer --
layer | global-route usage (%) | up-vias
met5 | 0 | -
met4 | 2.84 | 0
met3 | 1.03 | 22
met2 | 18.2 | 99
met1 | 20.4 | 2374
li1 | - | 2466
No activity file was given, so power comes from the tool's default toggle rates.
